### /design/flow/config.mk
export PLATFORM = sky130hd
export DESIGN_NAME = myAlu
export DESIGN_NICKNAME = myAlu
export VERILOG_FILES = /design/flow/design.v
export SDC_FILE = /design/flow/constraint.sdc
export NUM_CORES = 4
export LEC_CHECK = 1
export CORE_UTILIZATION = 50
### /design/flow/constraint.sdc
current_design myAlu

set clk_period 12.4
set clk_io_pct 0.2

create_clock -name clk0 -period $clk_period

set non_clock_inputs [all_inputs -no_clocks]
set_input_delay [expr $clk_period * $clk_io_pct] -clock clk0 $non_clock_inputs
set_output_delay [expr $clk_period * $clk_io_pct] -clock clk0 [all_outputs]
### /design/flow/design.v
module positivecompare(in_1,in_2,compresult);
input wire [31:0] in_1,in_2;
output wire [31:0] compresult;
parameter Equal=32'h0000_0001
	 , Bigger=32'h0000_0002
	 , Smaller=32'h0000_0003 
	 , unknown=32'h0000_0004 ;
assign compresult= (in_1 > in_2 )? Bigger : (in_1 < in_2 )? Smaller : (in_1 == in_2 )? Equal : unknown;
endmodule
module myAlu(in_1,in_2,in_Mode,Result,overflow,operation);
input wire [31:0] in_1,in_2;
input wire in_Mode;
input wire [2:0] operation;
output wire overflow;
output wire [31:0] Result ;
wire[31:0] in2_complement,compresult;
parameter
	Add=3'b000,
	Sub=3'b001,
	Sll_in1=3'b010,
	Srl_in1=3'b011,
	SrA_in1=3'b100,
	Negate_in1=3'b101,
	Compare=3'b110;
positivecompare p1(in_1,in_2,compresult);
assign in2_complement= -in_2;  
assign Result= (operation==Add) ? in_1+in_2 : (operation==Sub)? in_1-in_2:(operation==Sll_in1)? in_1<<1:
(operation==Srl_in1)?in_1>>1:(operation==SrA_in1)?in_1>>1:(operation==Negate_in1)? -in_1
:(operation==Compare)? compresult : 1'b0 ;
assign overflow = ((operation==Add)&&(in_Mode==1'b1)&&(in_1[31]==in_2[31])&& (Result[31]!=in_1[31]))?1'b1:
((operation==Sub)&&(in_Mode==1'b1)&&(in_1[31]==in2_complement[31])&& (Result[31]!=in_1[31]))? 1'b1 : 1'b0;
endmodule
### /design/flow/run.sh
#!/bin/bash
# OpenROAD 26Q1-2900-gdf79404cd8, Yosys 0.63+post, stock flow scripts
make -C /OpenROAD-flow-scripts/flow DESIGN_CONFIG=/design/flow/config.mk WORK_HOME=/design/flow/orfs finish
==> results_tabular.tex <==
% Implementation results table
\begin{tabular}{lr}
\hline
Metric & Value \\
\hline
\multicolumn{2}{l}{\textbf{Hold path}} \\
\quad Start point of the worst hold path & operation[0] \\
\quad Hold Crit Class & input port to output port \\
\multicolumn{2}{l}{\textbf{Drt}} \\
\quad Routed via count & 6,846 \\
\quad DR iter-0 viols & 623 \\
\quad DR DRC count & 0 \\
\quad \# diodes & 0 \\
\quad Mean routed wirelength per cell & 20.69 µm \\
\quad First-pass DRT Iterations & 7 \\
\quad Final Routed Wirelength & 21,380 µm \\
\quad Vias/cell & 6.627 \\
\quad Antenna-violating nets left & 0 \\
\multicolumn{2}{l}{\textbf{Logic synthesis}} \\
\quad Parity-gate share of the synthesized area counting xor and xnor cells & 0.07499 \\
\quad Chip area from the yosys synthesis statistics & 0.005373 mm² \\
\quad Leading post-synthesis cells by cell area & sky130\_fd\_sc\_hd\_\_ha\_1 15\%, sky130\_fd\_sc\_hd\_\_a21oi\_1 9.6\%, sky130\_fd\_sc\_hd\_\_xnor2\_1 5.7\% \\
\quad Yosys warns & 0 \\
\quad Largest family of logic cells by area & AND-OR/OR-AND gates \\
\quad Multiplexer share & 0.03563 \\
\quad Cell area after synthesis & 0.005373 mm² \\
\quad Gate count of the mapped netlist & 833 \\
\quad Largest type area fraction & 0.1490 \\
\quad Area share of fa/ha/maj cells after synthesis & 0.1565 \\
\quad Library cell with the largest summed area after synthesis & sky130\_fd\_sc\_hd\_\_ha\_1 \\
\quad Synthesized area per cell & 6.450 µm² \\
\quad Distinct lib cells used & 75 \\
\quad Yosys cell count & 833 \\
\quad Area share of and/or/nand/nor cells after synthesis & 0.2313 \\
\quad Fraction of the yosys area taken by sequential cells & 0 \\
\quad Area fraction in compound gates & 0.4150 \\
\multicolumn{2}{l}{\textbf{Worst setup path}} \\
\quad Kind of cell adding the most delay to the critical path & AND-OR/OR-AND gates \\
\quad Start-to-end type of the worst setup path & input port to output port \\
\quad Critical Path Sink Type & output port \\
\quad Setup crit start kind & input port \\
\quad Maximum net fanout on the critical path & 5 \\
\quad Bufs and invs on worst path & 4 \\
\quad Worst EP required & 9920 ps \\
\quad Worst path max stage delay & 620 ps \\
\quad Endpoint of the worst setup timing path & Result[30] \\
\quad Depth of the critical timing path with buffers and inverters included & 15 \\
\quad Arrival time at the worst endpoint & 6500 ps \\
\quad Critical Path Slowest Stage Cell & sky130\_fd\_sc\_hd\_\_nor4b\_1 \\
\quad Ordered list of cells on the worst path & clkdlybuf4s50\_1 > inv\_1 > ha\_1 > inv\_1 > fa\_1 > a211oi\_1 > o21ai\_0 > o211ai\_1 > a211oi\_1 > nor4b\_1 > o31ai\_1 > a21oi\_1 > a21boi\_0 > o31ai\_1 > clkdlybuf4s50\_1 \\
\quad Crit. Startpoint & in\_1[0] \\
\multicolumn{2}{l}{\textbf{Power and ir drop}} \\
\quad Standby leakage power & 0.002638 µW \\
\quad Power, Total & 300.5 µW \\
\quad Maximum resistive drop on vdd & 0.00002671 V \\
\quad Net switching component of the power & 168.1 µW \\
\quad Power per standard cell area & 46.56 mW/mm² \\
\quad Clk pwr share & 0 \\
\quad Power share of the sequential group & 0 \\
\quad Comb power frac & 1.000 \\
\quad Internal portion of total power & 132.3 µW \\
\quad Sw frac & 0.5595 \\
\multicolumn{2}{l}{\textbf{Layout}} \\
\quad Fraction of final layout cells with drive strength greater than 1 & 0.03456 \\
\quad Number of clock buffers in the layout & 0 \\
\quad Layout Area Growth over Synthesis & 20.12\% \\
\quad Number of sequential cells & 0 \\
\quad Sequential standard cell area & 0 µm² \\
\quad Layout fillers & 973 \\
\multicolumn{2}{l}{\textbf{Flow run}} \\
\quad Number of OpenROAD warnings & 64 \\
\quad Number of max-capacitance violations reported & 0 \\
\multicolumn{2}{l}{\textbf{GRT}} \\
\quad Global-route wire length before repair & 33,520 µm \\
\quad Pin count of the biggest net entering global routing & 73 \\
\quad Number of antenna violations at the first check in global routing & 0 \\
\quad Via count of the first global-routing pass & 6,199 \\
\quad Overall overflow remaining after global route & 0 \\
\quad Global-route usage over all layers & 0.3857 \\
\multicolumn{2}{l}{\textbf{Die}} \\
\quad Die X-Extent & 105.7 µm \\
\quad I/O pins & 101 \\
\quad Die y size & 105.7 µm \\
\quad Core Footprint & 0.01037 mm² \\
\quad Die area & 0.01116 mm² \\
\quad Number of core rows & 37 \\
\quad Core utilization at floorplan & 0.5181 \\
\multicolumn{2}{l}{\textbf{Run status}} \\
\quad Result of the run & finished, final reports clean \\
\multicolumn{2}{l}{\textbf{Final timing}} \\
\quad Final count of hold timing violations & 0 \\
\quad Ratio of final minimum period to clock period & 0.7242 \\
\quad Transition time of the tightest slew-check pin & 877.9 ps \\
\quad Setup Viol. Count Final & 0 \\
\quad Max-slew violation total from the final report & 0 \\
\quad Top achievable clock speed & 111.4 MHz \\
\quad Worst slew slack as a fraction of its limit & 0.4126 \\
\quad Total Neg Setup Slack & 0 ps \\
\quad Unrepaired setup endpoints after global routing & no \\
\quad Minimum clock period after layout & 8980 ps \\
\multicolumn{2}{l}{\textbf{Clock network}} \\
\quad Cts repair resizes & 0 \\
\quad Number of buffers added to fix hold violations after cts & 0 \\
\quad Number of buffers inserted to repair setup after CTS & 0 \\
\multicolumn{2}{l}{\textbf{Placement}} \\
\quad Hpwl dp & 16,630 µm \\
\quad Number of input and output port buffers inserted & 101 \\
\quad Placer congestion estimate & 1.044 \\
\hline
\end{tabular}
## worst min-delay path by stage
stage	endpoint	cells past startpoint
4_1_cts	Result[2]	4
5_1_grt	Result[5]	4
6_report	Result[5]	4
## per-layer routing
layer,vias up,wire length (µm),track usage
li1,3252,-,-
met1,3147,9416,0.5687
met4,0,832,0.1359
met2,393,8874,0.5644
met5,-,0,0
met3,54,2252,0.06183
## Yosys cell counts (all sizes together), types with 3 or more instances
| cell | number |
|---|---|
| or2 | 4 |
| a31o | 3 |
| o31a | 3 |
| o221ai | 10 |
| nor3 | 24 |
| a222oi | 6 |
| a22o | 6 |
| o31ai | 8 |
| nor4 | 18 |
| o21bai | 14 |
| inv | 73 |
| nor2 | 66 |
| a21o | 21 |
| mux2i | 18 |
| o22a | 8 |
| a21oi | 103 |
| ha | 64 |
| a31oi | 13 |
| a21boi | 6 |
| nand2 | 50 |
| nand4 | 7 |
| clkbuf | 36 |
| a221o | 8 |
| o21a | 4 |
| a221oi | 8 |
| or4 | 7 |
| xnor2 | 35 |
| nor2b | 19 |
| a211oi | 12 |
| nand3b | 5 |
| a22oi | 4 |
| xor2 | 11 |
| o22ai | 13 |
| o21ai | 57 |
| nand3 | 20 |
| or3 | 7 |
| nand2b | 5 |
| buf | 13 |
| o211ai | 9 |
## placed cells by master (no fill, tap or decap), types with 9 or more instances in the layout
cell,count
sky130_fd_sc_hd__o22ai_1,13
sky130_fd_sc_hd__nand2_1,49
sky130_fd_sc_hd__nor4_1,16
sky130_fd_sc_hd__a31oi_1,13
sky130_fd_sc_hd__a21oi_1,103
sky130_fd_sc_hd__o211ai_1,9
sky130_fd_sc_hd__nor2b_1,19
sky130_fd_sc_hd__nor2_1,65
sky130_fd_sc_hd__clkdlybuf4s50_1,100
sky130_fd_sc_hd__nor3_1,24
sky130_fd_sc_hd__mux2i_1,18
sky130_fd_sc_hd__o221ai_1,10
sky130_fd_sc_hd__xnor2_1,35
sky130_fd_sc_hd__inv_1,72
sky130_fd_sc_hd__nand3_1,19
sky130_fd_sc_hd__xor2_1,11
sky130_fd_sc_hd__buf_4,13
sky130_fd_sc_hd__o21bai_1,14
sky130_fd_sc_hd__o21ai_0,57
sky130_fd_sc_hd__ha_1,64
sky130_fd_sc_hd__a21o_1,21
sky130_fd_sc_hd__a211oi_1,11
## per-stage QoR
step	instances	utilization	hold WS (ps)	cell area (µm²)	worst slack, ps
final	1033	0.6223	5887	6454	3420
after global routing	1033	0.6223	5927	6454	3174
after CTS	1033	0.6223	5878	6454	3539
after detailed placement	1033	0.6223	5878	6454	3559
after global placement	1033	0.6223	5861	6454	3655
after floorplan	833	-	5040	5373	5205
## power by group through the flow
stage | Combinational, µW | Sequential [µW] | Clock [µW]
4_1_cts | 294 | 0 | 0
5_1_grt | 326 | 0 | 0
6_report | 300 | 0 | 0
## final cells by class
type / instances / area, µm² / share of cell area
inverters: 74 / 277.8 / 0.04304
repair buffers: 113 / 1099 / 0.1702
multi-input cells: 710 / 4907 / 0.7604
well taps: 136 / 170.2 / 0.02637
## kinds of logic (layout without fill, tap and decap cells)
| logic type | after synthesis | count (layout) |
|---|---|---|
| adders and majority gates | 66 | 66 |
| and+or+nand+nor | 242 | 242 |
| AOI/OAI and AO/OA | 337 | 337 |
| buffers and inverters | 123 | 187 |
| muxes | 19 | 19 |
| xor gates and xnor gates | 46 | 46 |
Power is estimated from default activity; no workload was simulated.
