===== ./run.sh =====
#!/bin/bash
# OpenROAD 26Q1-2900-gdf79404cd8, Yosys 0.63+post, stock flow scripts
make -C /OpenROAD-flow-scripts/flow DESIGN_CONFIG=/design/flow/config.mk WORK_HOME=/design/flow/orfs finish

===== ./config.mk =====
export PLATFORM = sky130hd
export DESIGN_NAME = Muxarr2x1
export DESIGN_NICKNAME = Muxarr2x1
export VERILOG_FILES = /design/flow/design.v
export SDC_FILE = /design/flow/constraint.sdc
export NUM_CORES = 4
export LEC_CHECK = 1
export CORE_AREA = 10 10 71 71
export DIE_AREA = 0 0 81 81

===== ./constraint.sdc =====
current_design Muxarr2x1

set clk_period 1.0
set clk_io_pct 0.2

create_clock -name clk0 -period $clk_period

set non_clock_inputs [all_inputs -no_clocks]
set_input_delay [expr $clk_period * $clk_io_pct] -clock clk0 $non_clock_inputs
set_output_delay [expr $clk_period * $clk_io_pct] -clock clk0 [all_outputs]

===== ./design.v =====
module Muxarr2x1(in1,in2,out,sel);
input [31:0] in1 ,in2 ;
output [31:0] out;
input sel;
assign out=sel? in2:in1;
endmodule

==> results_slide.txt <==
Implementation Results

Floorplan
  – Core footprint: between 3000 and 4000 µm²
  – FP Core Util: 15.0%
  – Die width: 81 µm
  – Ports: around 97
  – Row count: 22
  – Die Size: 6560 µm²
  – Die Height: 81 µm

Place
  – Routability cong.: ~0.83
  – HPWL after DPL: 2500 µm
  – Post-place setup slack: -0.512 ns
  – Buffers on Ports: 97

Run status
  – Failing checks: setup timing
  – Status: finished with violations

Routing
  – Drt first pass iters: 2
  – WL final: 2880 µm
  – Routed Antenna Nets: 0
  – Via-per-instance ratio: 3.82
  – Wire per inst: approximately 15 µm
  – Vias: 715
  – DRC Markers: 0
  – DR WL met2: 1450 µm
  – Initial DRC Count: 3
  – Diode count: 0
  – DR top layer: met3
  – Met1 Wirelength: approximately 1100 µm
  – Metal3 WL: 350 µm

Job
  – Tool warning count: 34
  – Max-Cap Viols: 0

Final timing
  – Peak Freq: 848 MHz
  – Pins Over Slew Limit: 0
  – RSZ-0062 raised after global routing: true
  – Final setup margin: -0.179 ns
  – Measured slew at the worst slew-check pin: 0.0870 ns
  – Crit path time final: 1.18 ns
  – Setup-failing EPs final: 32
  – Relative slew margins: between 90% and 100%
  – Final hold vios: 0
  – Final Cycle Share: 118%

Synth
  – Simple-Gate Area Share: 0%
  – Yosys Instances: 36
  – Chip area in the Yosys report: around 540 µm²
  – Avg Inst Size Synth: 15.1 µm²
  – Post-synth top area cell: mux2_4
  – Synth warn: 0
  – Cell area leaders: mux2_4, buf_12, mux2_2
  – Synthesized area: 544 µm²
  – XORs/XNORs by Area: 0%
  – Dominant comb cell: multiplexers
  – Ao+oa area frac: 0%
  – Adders+Majority by Area: 0%
  – Top-area cell share: between 80 and 90%
  – Seq share, synth: 0%
  – Number of unique standard cell types used by synthesis: 4
  – Mux cell area share: 86.9%
  – Synthesized instance count: 36

Finish
  – Layout cells sized above 1: 54.0%
  – Seq cells: 0
  – Most common logic cell in the routed design: dlygate4sd2_1
  – Most numerous logic cells after layout: dlygate4sd2_1, mux2_4, buf_6
  – P&R area growth vs syn: 192%
  – Reg area: 0 µm²
  – Layout filler cell count: 357
  – Number of clock-tree buffers in the layout: 0

Power
  – Tot Pwr: 0.624 mW
  – Gate power share: 100.0%
  – P_sw: approximately 0.14 mW
  – Power share of the clock group: 0%
  – Share of power burned in registers: 0%
  – Switch share: 22.0%
  – Internal Power: 0.487 mW
  – P_leak: around 0.87 nW
  – Pwr/cell area: 392 nW/µm²
  – Worst vdd ir: 0.169 mV

Worst setup path
  – Data required time of the worst path: approximately 0.80 ns
  – Top cell by count, worst path: buf_12
  – Slowest cell on the critical path: mux2_4
  – CP max stage delay: approximately 0.29 ns
  – Worst path bufs/invs: 4
  – CP endpoint kind: primary output
  – Crit-path cells: buf_12 > buf_12 > buf_12 > mux2_4 > buf_6
  – Worst path top cell family by delay: buffers and inverters
  – Setup CP Type: primary input to primary output
  – Crit Path Max Fanout: 6
  – Crit path DAT: roughly 0.98 ns
  – Worst setup SP type: primary input

Global route
  – First-pass GRT wire length: 4140 µm
  – Grt ovf: 0
  – Initial antenna violation count: 0
  – All-Layer GR Usage: 7.79%
  – Vias in the first global route: 764
  – Pin count of the biggest net entering global routing: 11

Min path
  – HP Class: primary input to primary output
[through the flow]
stage | hold WS [ns] | utilization (%) | setup TNS [ns] | area [µm²] | std cells
finish | 0.691 | 43.8 | -3.30 | 1590 | 187
global route | 0.717 | 43.8 | -3.86 | 1590 | 187
CTS | 0.751 | 42.3 | -3.62 | 1540 | 186
detailed placement | 1.19 | 42.4 | -15.81 | 1540 | 179
global placement | 1.17 | 42.4 | -15.61 | 1540 | 179
floorplan | 0.498 | - | 0 | 544 | 36
[synthesized netlist by cell type]
library cell  count
mux2_2            2
buf_12            3
mux2_4           30
buf_6             1
[final timing paths]
kind	depth (start not counted)	start	endpoint
setup / recovery	5	sel	out[4]
hold / removal	3	in2[29]	out[29]
[per-layer routing]
layer | global-route usage, % | up-vias
met5 | 0 | -
met4 | 0 | 0
met3 | 2.78 | 0
met2 | 14.3 | 50
met1 | 9.03 | 320
li1 | - | 345
[timing repair]
item | 4_1_cts | 5_1_grt
gates resized | 171 | 10
buffers inserted | 5 | 1
gates cloned | 2 | 0
hold buffers | 0 | 0
endpoints found under the setup margin | 32 | 32
[power by group through the flow]
stage,combinational [mW],sequential (mW),clock [mW]
CTS,0.614,0,0
global route,0.666,0,0
finish,0.624,0,0
[cell type report]
type	count	area, µm²	share of cell area (%)
multi-input combinational	32	477	30.0
tap	48	60.1	3.78
timing repair buffer	107	1050	66.2
[cell families after synthesis]
group | count (synthesis)
multiplexers | 32
buffers and inverters | 4
No activity file was given, so power comes from the tool's default toggle rates.
